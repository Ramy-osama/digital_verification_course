==> flow/design.v <==
module alu (
    input  logic [7:0] a,
    input  logic [7:0] b,
    input  logic [2:0] op,
    output logic [7:0] result,
    output logic       zero,
    output logic       carry
);
    logic [8:0] alu_wide;
    always_comb begin
        alu_wide = 9'b0;
        case (op)
            3'b000: begin  
                alu_wide = {1'b0, a} + {1'b0, b};
            end
            3'b001: begin  
                alu_wide = {1'b0, a} - {1'b0, b};
            end
            3'b010: begin  
                alu_wide = {1'b0, a & b};
            end
            3'b011: begin  
                alu_wide = {1'b0, a | b};
            end
            3'b100: begin  
                alu_wide = {1'b0, a ^ b};
            end
            3'b101: begin  
                alu_wide = {1'b0, ~a};
            end
            3'b110: begin  
                alu_wide = {a, 1'b0};   
            end
            3'b111: begin  
                alu_wide = {1'b0, 1'b0, a[7:1]};   
            end
            default: begin
                alu_wide = 9'b0;
            end
        endcase
    end
    assign result = alu_wide[7:0];
    assign carry  = alu_wide[8];
    assign zero   = (alu_wide[7:0] == 8'b0);
endmodule
==> flow/run.sh <==
#!/bin/bash
# OpenROAD 26Q1-2900-gdf79404cd8, Yosys 0.63+post, stock flow scripts
make -C /OpenROAD-flow-scripts/flow DESIGN_CONFIG=/design/flow/config.mk WORK_HOME=/design/flow/orfs finish
==> flow/config.mk <==
export PLATFORM = sky130hd
export DESIGN_NAME = alu
export DESIGN_NICKNAME = alu
export VERILOG_FILES = /design/flow/design.v
export SDC_FILE = /design/flow/constraint.sdc
export NUM_CORES = 4
export LEC_CHECK = 1
export CORE_AREA = 10 10 85 85
export DIE_AREA = 0 0 95 95
==> flow/constraint.sdc <==
current_design alu

set clk_period 5.0
set clk_io_pct 0.2

create_clock -name clk0 -period $clk_period

set non_clock_inputs [all_inputs -no_clocks]
set_input_delay [expr $clk_period * $clk_io_pct] -clock clk0 $non_clock_inputs
set_output_delay [expr $clk_period * $clk_io_pct] -clock clk0 [all_outputs]
==> reports/metrics.yaml <==
outcome:
  outcome: "finished, final reports clean"
placed_design:
  dp.final_hpwl_mm: 3.242
  pre_cts_slack_ps: -139.3
  dpl_cell_area_um2: 1871
  gp_congestion: 0.9136
  port_buffers: 29
  post-place-cells: 304
layout:
  logic_area_um2: 1292
  ratio_of_cells_with_drive_above_1_in_the_final_layout_pct: 31.80
  stdcell_area_um2: 2058
  n_sequential_cell: 0
  area_growth_synth_to_finish_pct: 58.48
  fin_cells: 311
  final.fill_count: 575
  layout.area.seq_um2: 0
  clockBufferCount: 0
power_and_ir_drop:
  p_per_area_nw_per_um2: 120.9
  netSwitchingPower_uw: 108.6
  netSwitchingFraction_pct: 43.67
  pwr-share-seq_pct: 0
  internal-power_uw: 140.1
  vdd.ir_drop.worst_mv: 0.04458
  power.share.clock_pct: 0
  p_leak_nw: 0.9609
  share_comb_of_total_power_pct: 100.0
drt:
  number_of_optimization_iterations_in_the_first_detailed_route_pass: 4
  n_antenna_cell: 0
  drc_errors: 0
  avgViaCountPerCell: 4.688
  route.vias.total: 1458
  wire_per_inst_um: 13.01
  final_antenna_net_count: 0
  drt_iter0_markers: 80
  finalWirelength_mm: 4.046
timing:
  post_layout_period_usage_pct: 95.73
  timing_max_transition_violations_final: 0
  fmaxAchievable_mhz: 208.9
  min_period_ps: 4787
  unrepaired_setup_endpoints_after_global_routing: "false"
  slew_headroom_pct: 72.99
  setup_violations: 0
  hold_slack_ps: 2851
  tightestPinTransition_ps: 402.0
  final-hold-violation-count: 0
  finalWorstSetupSlack_ps: 213.3
critical_path:
  path_common_cell: "buf_4"
  list_of_cells_traversed_by_the_critical_path: "clkdlybuf4s50_1 -> buf_4 -> nor3_2 -> buf_4 -> a31oi_2 -> xnor2_1 -> ha_1 -> nor2b_1 -> a211oi_2 -> a211oi_2 -> a21oi_2 -> o211ai_1 -> buf_4 -> buf_4 -> clkdlybuf4s50_1"
  critPathArrivalTime_ps: 3790
  worst_ep_required_time_ps: 4000
  slowest_stage: "clkdlybuf4s50_1"
  worstPathMaxFanout: 3
  critical_path.max_stage_delay_ps: 410
  worst-setup-path-type: "primary input to primary output"
  crit_path_start_kind: "primary input"
  worst-path-buf-inv: 6
  cp_top_family: "buffers and inverters"
  end_kind: "primary output"
synth:
  post_synth_main_logic_family: "adder cells"
  synth_xor_xnor_area_share_pct: 6.069
  largest_area_cell: "ha_1"
  yosys-stat-cells: 179
  synthesis.area_um2: 1299
  post_synth_num_cell_types: 46
  syn-mean-instance-area_um2: 7.256
  synth.mux.area_fraction_pct: 11.08
  simple_gate_area_share_pct: 23.03
  seq_area_frac_synth_pct: 0
  netlist_instances: 179
  yosysTopAreaCellShare_pct: 24.08
  synth.yosys.warnings: 1
  ys_area_um2: 1299
  synth.top_cells.by_area: "ha_1 24%, inv_1 6.4%, xnor2_1 5.4%, nor2_1 4.3%, o21ai_0 4.2%"
  adder_and_majority_gate_portion_of_the_synthesized_area_pct: 25.63
  synth.cellmix.compoundShare_pct: 24.08
run:
  max_cap_viol_count: 0
  tool_warnings: 41
grt:
  track_usage_pct: 9.088
  grt_antenna_before_repair: 0
  grt.overflow.total: 0
  grt_first_pass_wirelength_mm: 6.858
  vias_in_the_first_global_route: 1484
  grt_start_max_net_pins: 29
die:
  core_region_area_um2: 5473
  die_width_um: 95
  top_level_ports: 29
  fp.dieH_um: 95
  initial_utilization_pct: 23.73
  placement_rows: 27
  floorplan.die_area_um2: 9025
cts:
  post_cts_hold_buffer_count: 0
hold_path:
  worstHoldPathType: "primary input to primary output"
-- stage by stage --
| stage | TNS (ps) | util (%) | power, mW |
|---|---|---|---|
| global route | 0 | 37.61 | 0.2764 |
| detailed placement | -139.3 | 34.18 | 0.2109 |
| floorplan | 0 | - | 0.1108 |
| global placement | -112.5 | 34.18 | 0.2107 |
| CTS | 0 | 35.76 | 0.2305 |
| finish | 0 | 37.61 | 0.2488 |
-- metal layers --
metal / part of all wire [%] / vias up / GRT usage [%]
met5: 0 / - / 0
met2: 48 / 18 / 15.45
met1: 49 / 678 / 12.77
li1: - / 760 / -
met4: 0.52 / 0 / 0.4988
met3: 2.2 / 2 / 0.8013
-- worst paths after layout --
| check | from | to | slack, ps | cells past startpoint |
|---|---|---|---|---|
| worst max-delay path | b[1] | result[7] | 210 | 15 |
| worst min-delay path | op[2] | zero | 2850 | 6 |
-- cell usage in the layout, fill, tap and decap left out, types with 2 or more instances in the layout --
cell type and instances:
a211o_1 2, a211oi_2 3, a21oi_1 4, a21oi_2 2
a31oi_1 2, a31oi_2 3, and2_1 2, and3_1 2
buf_4 38, clkdlybuf4s50_1 25, dlymetal6s2s_1 3, ha_1 23
ha_2 2, inv_1 21, mux2_2 3, mux2i_1 5
mux4_2 2, nand2_1 11, nand2b_1 7, nand3_1 3
nand3b_1 2, nor2_1 11, nor2_2 4, nor2b_1 2
nor3_1 2, o211ai_1 2, o21ai_0 7, o21ai_1 2
o21ai_2 2, o22ai_1 5, xnor2_1 8
-- logic make-up after synthesis --
| family | Yosys count |
|---|---|
| fa+ha+maj | 26 |
| simple gates | 57 |
| xor+xnor | 9 |
| compound gates | 46 |
| mux | 11 |
| buf+inv | 30 |
-- synth_stat cells (all sizes together), types with 2 or more instances --
library cell and instances:
mux2 4, ha 25, nand3b 2, nor2 15, xnor2 8, nand3 3, mux4 2, buf 6
clkbuf 2, nand2b 7, o22ai 5, a31oi 5, a211o 2, inv 22, nor3 4, a211oi 4
and2 3, and3 3, nand2 11, mux2i 5, o21ai 11, o211ai 2, nor2b 3, a21oi 6
-- power by group through the flow --
| stage | sequential (mW) | combinational, mW | clock (mW) |
|---|---|---|---|
| finish | 0 | 0.249 | 0 |
| global route | 0 | 0.276 | 0 |
| CTS | 0 | 0.231 | 0 |
-- area by class of cell --
type | count | share of cell area, %
timing repair buffer | 68 | 28.81
multi-input combinational | 149 | 62.80
tap | 72 | 4.377
inverter | 22 | 4.012
-- repair_timing --
item,in CTS,in global routing
setup buffers,3,4
pin swaps,6,8
resized,19,20
setup endpoints to repair,1,4
Power figures rest on the tool's default switching activity, not on a simulated workload.
